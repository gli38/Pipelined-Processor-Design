File: flow/design.v
`timescale 1ns / 1ps
module ID_pipe_stage(
    input  clk, reset,
    input  [9:0] pc_plus4,
    input  [31:0] instr,
    input  mem_wb_reg_write,
    input  [4:0] mem_wb_write_reg_addr,
    input  [31:0] mem_wb_write_back_data,
    input  Data_Hazard,
    input  Control_Hazard,
    output [31:0] reg1, reg2,
    output [31:0] imm_value,
    output [9:0] branch_address,
    output [9:0] jump_address,
    output branch_taken,
    output [4:0] destination_reg, 
    output mem_to_reg,
    output [1:0] alu_op,
    output mem_read,  
    output mem_write,
    output alu_src,
    output reg_write,
    output jump
    );
    wire reg_dst;
    wire branch;
    wire control_sel;
    wire control_mem_to_reg;
    wire control_mem_read;
    wire control_mem_write;
    wire control_alu_src;
    wire control_reg_write;
    wire [1:0] control_alu_op;
    register_file reg_file (
        .clk(clk),
        .reset(reset),
        .reg_write_en(mem_wb_reg_write),
        .reg_write_dest(mem_wb_write_reg_addr),
        .reg_write_data(mem_wb_write_back_data),
        .reg_read_addr_1(instr[25:21]), 
        .reg_read_addr_2(instr[20:16]), 
        .reg_read_data_1(reg1),
        .reg_read_data_2(reg2));
    mux2 #(.mux_width(5)) ID_mux1 
    (   .a(instr[20:16]),
        .b(instr[15:11]),
        .sel(reg_dst),
        .y(destination_reg));
    sign_extend sign_ex_inst (
        .sign_ex_in(instr[15:0]),
        .sign_ex_out(imm_value));
    control control_unit (
        .reset(reset),
        .opcode(instr[31:26]),
        .reg_dst(reg_dst),
        .mem_to_reg(control_mem_to_reg),
        .alu_op(control_alu_op),
        .mem_read(control_mem_read),
        .mem_write(control_mem_write),
        .alu_src(control_alu_src),
        .reg_write(control_reg_write),
        .jump(jump),
        .branch(branch));
    assign control_sel = (~Data_Hazard) & Control_Hazard;
    assign jump_address = instr[25:0] << 2;
    assign branch_address = ((imm_value << 2) + pc_plus4);
    assign branch_taken = branch & ((reg1 ^ reg2)==32'd0 ? 1'b1: 1'b0);
    mux2 #(.mux_width(1)) mem_to_reg_out
    (   .a(control_mem_to_reg),
        .b(1'b0),
        .sel(control_sel),
        .y(mem_to_reg));
     mux2 #(.mux_width(2)) alu_op_out
    (   .a(control_alu_op),
        .b(2'b00),
        .sel(control_sel),
        .y(alu_op));
     mux2 #(.mux_width(1)) mem_read_out
    (   .a(control_mem_read),
        .b(1'b0),
        .sel(control_sel),
        .y(mem_read));
     mux2 #(.mux_width(1)) mem_write_out
    (   .a(control_mem_write),
        .b(1'b0),
        .sel(control_sel),
        .y(mem_write));
     mux2 #(.mux_width(1)) alu_src_out
    (   .a(control_alu_src),
        .b(1'b0),
        .sel(control_sel),
        .y(alu_src));   
     mux2 #(.mux_width(1)) reg_write_out
    (   .a(control_reg_write),
        .b(1'b0),
        .sel(control_sel),
        .y(reg_write));   
endmodule
`timescale 1ns / 1ps
module control(
    input reset,
    input[5:0] opcode,  
    output reg reg_dst, mem_to_reg, 
    output reg [1:0] alu_op,  
    output reg mem_read, mem_write, alu_src, reg_write, branch, jump 
    );
always @(*)  
 begin  
      if(reset == 1'b1) begin  
                reg_dst = 1'b0;  
                mem_to_reg = 1'b0;  
                alu_op = 2'b10;  
                mem_read = 1'b0;  
                mem_write = 1'b0;  
                alu_src = 1'b0;  
                reg_write = 1'b0;  
                branch = 1'b0; 
                jump = 1'b0;    
      end  
      else begin  
      casex(opcode)   
      6'b000000: begin  
                reg_dst = 1'b1;  
                mem_to_reg = 1'b0;  
                alu_op = 2'b10;  
                mem_read = 1'b0;  
                mem_write = 1'b0;  
                alu_src = 1'b0;  
                reg_write = 1'b1;
                branch = 1'b0; 
                jump = 1'b0;    
                end
      6'b110000: begin  
                reg_dst = 1'b1;  
                mem_to_reg = 1'b0;  
                alu_op = 2'b10;  
                mem_read = 1'b0;  
                mem_write = 1'b0;  
                alu_src = 1'b1;  
                reg_write = 1'b1;
                branch = 1'b0; 
                jump = 1'b0;    
                end
      6'b001000: begin  
                reg_dst = 1'b0;  
                mem_to_reg = 1'b0;  
                alu_op = 2'b00;  
                mem_read = 1'b0;  
                mem_write = 1'b0;  
                alu_src = 1'b1;  
                reg_write = 1'b1;
                branch = 1'b0; 
                jump = 1'b0;    
                end 
      6'b001xxx: begin  
                reg_dst = 1'b0;  
                mem_to_reg = 1'b0;  
                alu_op = 2'b11;  
                mem_read = 1'b0;  
                mem_write = 1'b0;  
                alu_src = 1'b1;  
                reg_write = 1'b1; 
                branch = 1'b0; 
                jump = 1'b0;   
                end
      6'b100011: begin  
                reg_dst = 1'b0;  
                mem_to_reg = 1'b1;  
                alu_op = 2'b00;    
                mem_read = 1'b1;  
                mem_write = 1'b0;  
                alu_src = 1'b1;  
                reg_write = 1'b1;   
                branch = 1'b0; 
                jump = 1'b0;
                end  
      6'b101011: begin  
                reg_dst = 1'b0;  
                mem_to_reg = 1'b0;  
                alu_op = 2'b00;    
                mem_read = 1'b0;  
                mem_write = 1'b1;  
                alu_src = 1'b1;  
                reg_write = 1'b0;  
                branch = 1'b0; 
                jump = 1'b0;
                end 
       6'b00010x: begin  
                reg_dst = 1'b0;  
                mem_to_reg = 1'b0;  
                alu_op = 2'b01;  
                mem_read = 1'b0;  
                mem_write = 1'b0;  
                alu_src = 1'b0;  
                reg_write = 1'b0;
                branch = 1'b1; 
                jump = 1'b0;    
                end 
       6'b000010: begin  
                reg_dst = 1'b0;  
                mem_to_reg = 1'b0;  
                alu_op = 2'b00;  
                mem_read = 1'b0;  
                mem_write = 1'b0;  
                alu_src = 1'b0;  
                reg_write = 1'b0;
                branch = 1'b0; 
                jump = 1'b1;    
                end 
      endcase  
      end  
 end 
 endmodule 
`timescale 1ns / 1ps
module mux2 #(parameter mux_width= 32)
(   input [mux_width-1:0] a,b,
    input sel,
    output [mux_width-1:0] y
    );
    assign y = sel ? b : a;
endmodule
`timescale 1ns / 1ps
module register_file(
    input clk, reset,  
    input reg_write_en,  
    input [4:0] reg_write_dest,  
    input [31:0] reg_write_data,
    input [4:0] reg_read_addr_1, 
    input [4:0] reg_read_addr_2,  
    output [31:0] reg_read_data_1,  
    output [31:0] reg_read_data_2 
    );
    reg [31:0] reg_array [31:0];  
    always @ (negedge clk ) begin  
           if(reset) begin  
                reg_array[0] <= 32'b0;  
                reg_array[1] <= 32'b0;  
                reg_array[2] <= 32'b0;  
                reg_array[3] <= 32'b0;  
                reg_array[4] <= 32'b0;  
                reg_array[5] <= 32'b0;  
                reg_array[6] <= 32'b0;  
                reg_array[7] <= 32'b0; 
                reg_array[8] <= 32'b0;  
                reg_array[9] <= 32'b0;  
                reg_array[10] <= 32'b0;  
                reg_array[11] <= 32'b0;  
                reg_array[12] <= 32'b0;  
                reg_array[13] <= 32'b0;  
                reg_array[14] <= 32'b0;  
                reg_array[15] <= 32'b0;
                reg_array[16] <= 32'b0;  
                reg_array[17] <= 32'b0; 
                reg_array[18] <= 32'b0;  
                reg_array[19] <= 32'b0;  
                reg_array[20] <= 32'b0; 
                reg_array[21] <= 32'b0;  
                reg_array[22] <= 32'b0;  
                reg_array[23] <= 32'b0;  
                reg_array[24] <= 32'b0;  
                reg_array[25] <= 32'b0;  
                reg_array[26] <= 32'b0;  
                reg_array[27] <= 32'b0; 
                reg_array[28] <= 32'b0;  
                reg_array[29] <= 32'b0;  
                reg_array[30] <= 32'b0;  
                reg_array[31] <= 32'b0;     
           end  
           else begin  
                if(reg_write_en) begin  
                     reg_array[reg_write_dest] <= reg_write_data;  
                end  
           end  
      end  
      assign reg_read_data_1 = ( reg_read_addr_1 == 0)? 32'b0 : reg_array[reg_read_addr_1];  
      assign reg_read_data_2 = ( reg_read_addr_2 == 0)? 32'b0 : reg_array[reg_read_addr_2];  
endmodule
`timescale 1ns / 1ps
module sign_extend(
    input [15:0] sign_ex_in,
    output reg [31:0] sign_ex_out
    );
    always @(*) begin
        sign_ex_out = { {16{sign_ex_in[15]}}, sign_ex_in[15:0] };
    end
endmodule
File: flow/run.sh
#!/bin/bash
# OpenROAD 26Q1-2900-gdf79404cd8, Yosys 0.63+post, stock flow scripts
make -C /OpenROAD-flow-scripts/flow DESIGN_CONFIG=/design/flow/config.mk WORK_HOME=/design/flow/orfs finish
File: flow/config.mk
export PLATFORM = sky130hd
export DESIGN_NAME = ID_pipe_stage
export DESIGN_NICKNAME = ID_pipe_stage
export VERILOG_FILES = /design/flow/design.v
export SDC_FILE = /design/flow/constraint.sdc
export NUM_CORES = 4
export LEC_CHECK = 1
export CORE_UTILIZATION = 50
File: flow/constraint.sdc
current_design ID_pipe_stage

set clk_period 12.0
set clk_io_pct 0.2

create_clock -name clk0 -period $clk_period [get_ports {clk}]

set non_clock_inputs [all_inputs -no_clocks]
set_input_delay [expr $clk_period * $clk_io_pct] -clock clk0 $non_clock_inputs
set_output_delay [expr $clk_period * $clk_io_pct] -clock clk0 [all_outputs]
==> impl_metrics.tcl <==
# collected from the flow reports
set metrics [dict create \
    comb_power_share_pct 12.5 \
    synth.yosys.warnings 3 \
    yosysTopAreaCell "edfxtp_1" \
    totalWireLength_um 211500 \
    synth.yosys.num_cells 3847 \
    totalNegativeSetupSlack_ns -0.6291 \
    chipArea_um2 114100 \
    synth.ff_latch_count 1033 \
    sw_frac_of_total_pct 30.21 \
    gr-usage-met2_pct 56.41 \
    initial_core_util_pct 50.65 \
    fin_util_pct 61.51 \
    timing.critical_path.buf_inv 3 \
    unconstrained_endpoints 10 \
    critical_path_class "flop to primary output" \
    least_margin_pin_slew_ns 1.097 \
    n_fill_cell 8004 \
    synth.distinct_cells 73 \
    switchingPower_mw 3.218 \
    ant_nets 0 \
    grt.overflow.total 0 \
    global_route_wire_length_before_repair_um 299300 \
    design.portCount 214 \
    hold_buffers 0 \
    clock_tree_from_tritoncts "built" \
    yosys-top-cells-area "edfxtp_1, mux4_2, and2_1" \
    cts.clk_slew.worst_paths_ns 0.03 \
    maximum_number_of_pins_on_one_net_before_global_route_repair 73 \
    drc 0 \
    openroad_warning_count 1029 \
    setup_repair_after_global_routing_missed_its_margin "yes" \
    port-buffer-count 201 \
    post-place-ws_ns -0.4868 \
    drive_above_1_share_pct 20.95 \
    max-slew-margin-rel_pct 26.73 \
    grt_use_met1_pct 44.83 \
    gr-usage-met3_pct 38.83 \
    p_int_mw 7.434 \
    post_synth_instance_area_um2 56370 \
    timing_max_transition_violations_final 0 \
    fp-row-count 122 \
    powerDensity_nw_per_um2 155.6 \
    holdCritStartpoint "pc_plus4[0]" \
    maxCapViolCount 0 \
    critical-path-max-stage-delay_ns 0.56 \
    power_frac_clock_pct 47.5 \
    violations "negative setup slack" \
    htreeDepth 3 \
    vias 40167 \
    width_of_the_chip_um 337.8 \
    via_per_inst 6.107 \
    critPathTopFamily "simple AND/OR/NAND/NOR gates" \
    hold_path_class "input pin to primary output" \
    start_kind "flop" \
    timing.critical_path.arrival_ns 10.23 \
    ctsLongestPathBuffers 3 \
    final_cell_count_no_fill 6577 \
    placed_area_um2 60440 \
    finalInstanceArea_um2 68450 \
    area_overhead_of_the_layout_relative_to_synthesis_pct 21.43 \
    global_route.usage.total_pct 42.36 \
    post_dp_hpwl_um 123400 \
    yosys_area_um2 56370 \
    postSynthAreaPerCell_um2 14.65 \
    core_um2 111300 \
    critical_path_peak_fanout 2 \
    critPathCaptureType "primary output" \
    critical-path-top-cell-by-count "buf_4" \
    wl_per_cell_um 32.16 \
    seq_power_share_pct 40.0 \
    setup_violations 1 \
    ir_worst_vdd_mv 0.1262 \
    drt-pass1-iter-count 6 \
    netlist_instances 3847 \
    timing.critical_path.required_ns 9.60 \
    placed_cells 5320 \
    crit_chain "mux2_1 > a221oi_1 > o211ai_1 > and3_4 > xor2_1 > nor3_2 > buf_4 > nand4b_1 > nor4_4 > buf_4 > buf_6" \
    unclocked_regs 9 \
    worst_slack_ns -0.6291 \
    worstHoldEndpoint "branch_address[0]" \
    status "complete, but fails checks" \
    antenna_violations_before_repair 8 \
    slowest_stage "nor4_4" \
    routabilityCongestion 0.9615 \
    finalHoldViolations 0 \
    number_of_global_route_vias_before_repair 45026 \
    netlist.area_leader.share_pct 54.55 \
    async_reset_ff_share_pct 0 \
    die_height_um 337.8 \
    hold_depth 0 \
    busiest_layer "met2" \
    initialDrtViolationCount 2564 \
    cts_buffers 116 \
    ff_type "edfxtp_1" \
    enable_flop_cells 1024 \
    cts_root_buffer "clkbuf_16" \
    p_leak_nw 27.95 \
]
## cell families (layout without fill, tap and decap cells)
family                   Yosys count  after routing  synth area share, %
AND-OR/OR-AND                    274            274                3.583
adder cells (fa/ha/maj)            8              8               0.1909
multiplexers                     661            661                22.54
flip-flops                      1024           1024                54.55
other                              1             16             0.006653
latches                            9              9               0.2397
buffers and inverters            460           1687                3.887
AND/OR/NAND/NOR                 1372           1372                14.41
XOR/XNOR                          38             38               0.5905
## Yosys cell counts, types with 15 or more instances
cell type,number
clkbuf_1,266
a211oi_1,15
nor3_1,17
nand2_1,101
a22oi_1,29
a221oi_1,23
mux2i_1,114
a21oi_1,48
inv_1,19
xor2_1,15
buf_2,62
and2_1,1040
mux2_2,62
nor2_1,83
a22o_1,15
buf_1,19
nand3_1,24
or2_2,35
o21ai_0,26
o221ai_1,34
edfxtp_1,1024
buf_4,77
xnor2_1,23
o22ai_1,16
mux4_2,480
## placed cells by master (no fill, tap or decap), types with 12 or more instances in the layout
| master | count |
|---|---|
| buf_12 | 31 |
| o21ai_0 | 25 |
| nand2_1 | 101 |
| mux2i_1 | 113 |
| mux4_2 | 480 |
| nor3_1 | 15 |
| a21oi_1 | 47 |
| nor2_1 | 51 |
| xor2_1 | 14 |
| clkdlybuf4s50_1 | 189 |
| bufinv_16 | 22 |
| edfxtp_1 | 1024 |
| nor2b_1 | 12 |
| a22oi_1 | 28 |
| clkinvlp_2 | 28 |
| a211oi_1 | 15 |
| mux2_2 | 62 |
| nor2_4 | 32 |
| nand3_1 | 23 |
| and2_1 | 1040 |
| o221ai_1 | 34 |
| clkbuf_16 | 117 |
| a22o_1 | 15 |
| a221oi_1 | 22 |
| o22ai_1 | 16 |
| diode_2 | 14 |
| or2_2 | 34 |
| and3_1 | 12 |
| xnor2_1 | 20 |
| inv_1 | 1073 |
| buf_4 | 195 |
## routing by layer
| layer | wire length, µm | vias up |
|---|---|---|
| met3 | 42920 | 618 |
| met2 | 95190 | 3376 |
| li1 | - | 16907 |
| met5 | 1657 | - |
| met1 | 61290 | 19230 |
| met4 | 10440 | 36 |
## area by class of cell
class	count	area [µm²]	area share (%)
Sequential cell	1033	30880	45.12
Multi-Input combinational cell	2355	23670	34.58
Clock inverter	1123	4906	7.168
Timing Repair Buffer	425	4079	5.959
Clock buffer	117	2928	4.277
Tap cell	1488	1862	2.720
Inverter	22	82.58	0.1206
Antenna cell	14	35.03	0.05118
## timing repair
item | in CTS | in global routing
pin swaps | 4 | 8
resized | 10 | 17
setup endpoints to repair | 1 | 1
buffers inserted | 1 | 3
endpoints found under the hold margin | 0 | 0
## sequential cells by signal, indices dropped and copies added (netlist names)
signal	cells
control_unit.mem_read	1
reg_file.reg_array	1024
control_unit.mem_write	1
control_unit.branch	1
control_unit.alu_op	2
control_unit.reg_dst	1
control_unit.jump	1
control_unit.reg_write	1
control_unit.alu_src	1
## stage by stage
step / power, mW / hold WS [ns]
detailed placement: 6.078 / 4.800
global route: 11.22 / 4.800
global placement: 6.058 / 4.800
finish: 10.65 / 4.800
CTS: 10.73 / 4.800
floorplan: 5.461 / 4.852
## how the worst max path moves through the flow
stage,slack (ns),startpoint,depth (start not counted),to
final,-0.63,reg_file.reg_array[17][7],11,branch_taken
after global routing,-0.60,reg_file.reg_array[29][15],9,branch_taken
after CTS,-0.56,reg_file.reg_array[27][15],9,branch_taken
## power groups by stage
stage | registers [mW] | logic [mW] | clock network (mW)
4_1_cts | 4.25 | 1.29 | 5.19
5_1_grt | 4.27 | 1.38 | 5.57
6_report | 4.26 | 1.33 | 5.06
Power and IR drop assume default switching activity.
