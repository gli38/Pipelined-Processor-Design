[./run.sh]
#!/bin/bash
# OpenROAD 26Q1-2900-gdf79404cd8, Yosys 0.63+post, stock flow scripts
make -C /OpenROAD-flow-scripts/flow DESIGN_CONFIG=/design/flow/config.mk WORK_HOME=/design/flow/orfs finish
[./config.mk]
export PLATFORM = sky130hd
export DESIGN_NAME = EX_pipe_stage
export DESIGN_NICKNAME = EX_pipe_stage
export VERILOG_FILES = /design/flow/design.v
export SDC_FILE = /design/flow/constraint.sdc
export NUM_CORES = 4
export LEC_CHECK = 1
export CORE_UTILIZATION = 30
[./constraint.sdc]
current_design EX_pipe_stage

set clk_period 265.1
set clk_io_pct 0.2

create_clock -name clk0 -period $clk_period

set non_clock_inputs [all_inputs -no_clocks]
set_input_delay [expr $clk_period * $clk_io_pct] -clock clk0 $non_clock_inputs
set_output_delay [expr $clk_period * $clk_io_pct] -clock clk0 [all_outputs]
[./design.v]
`timescale 1ns / 1ps
module ALU(
    input [31:0] a,  
    input [31:0] b, 
    input [3:0] alu_control,
    output zero, 
    output reg [31:0] alu_result); 
    wire signed [31:0] signed_a; 
    assign signed_a = a;
 always @(*)
 begin   
      case(alu_control)  
      4'b0000: alu_result = a & b;  
      4'b0001: alu_result = a | b;  
      4'b0010: alu_result = a + b;  
      4'b0100: alu_result = a ^ b;  
      4'b0101: alu_result = a * b;  
      4'b0110: alu_result = a - b;  
      4'b0111: alu_result = (a<b) ? 32'd1 : 32'd0;  
      4'b1000: alu_result = a << b[10:6];  
      4'b1001: alu_result = a >> b[10:6];  
      4'b1010: alu_result = signed_a >>> b[10:6];  
      4'b1011: alu_result = a/b;  
      4'b1100: alu_result = ~(a | b);  
      default: alu_result = a + b;  
      endcase  
 end  
 assign zero = (alu_result==32'd0) ? 1'b1: 1'b0;
endmodule
`timescale 1ns / 1ps
module ALUControl(
    input [1:0] ALUOp, 
    input [5:0] Function,
    output reg[3:0] ALU_Control);  
wire [7:0] ALUControlIn;  
 assign ALUControlIn = {ALUOp,Function};  
 always @(ALUControlIn)  
 casex (ALUControlIn)  
  8'b10100100: ALU_Control=4'b0000;  
  8'b11xxxxxx: ALU_Control=4'b0000;  
  8'b10100101: ALU_Control=4'b0001;  
  8'b00xxxxxx: ALU_Control=4'b0010;  
  8'b10100000: ALU_Control=4'b0010;  
  8'b10100010: ALU_Control=4'b0110;  
  8'b01xxxxxx: ALU_Control=4'b0110;  
  8'b10100111: ALU_Control=4'b1100;  
  8'b10101010: ALU_Control=4'b0111;  
  8'b10000000: ALU_Control=4'b1000;  
  8'b10000010: ALU_Control=4'b1001;  
  8'b10000011: ALU_Control=4'b1010;  
  8'b10100110: ALU_Control=4'b0100;  
  8'b10011000: ALU_Control=4'b0101;  
  8'b10011010: ALU_Control=4'b1011;  
  default: ALU_Control=4'b0000;  
  endcase  
 endmodule  
`timescale 1ns / 1ps
module EX_pipe_stage(
    input [31:0] id_ex_instr,
    input [31:0] reg1, reg2,
    input [31:0] id_ex_imm_value,
    input [31:0] ex_mem_alu_result,
    input [31:0] mem_wb_write_back_result,
    input id_ex_alu_src,
    input [1:0] id_ex_alu_op,
    input [1:0] Forward_A, Forward_B,
    output [31:0] alu_in2_out,
    output [31:0] alu_result
    );
wire [31:0] mux2_output;
wire [31:0] mux1_output;
wire [31:0] mux3_output;
wire [3:0] alu_control;
wire zero;
mux4 #(.mux_width(32)) EX_mux1
    (   .a(reg1),
        .b(mem_wb_write_back_result),
        .c(ex_mem_alu_result),
        .sel(Forward_A),
        .y(mux1_output)); 
mux4 #(.mux_width(32)) EX_mux2 
    (   .a(reg2),
        .b(mem_wb_write_back_result),
        .c(ex_mem_alu_result),
        .sel(Forward_B),
        .y(mux2_output));        
mux2 #(.mux_width(32)) EX_mux3
    (   .a(mux2_output),
        .b(id_ex_imm_value),
        .sel(id_ex_alu_src),
        .y(mux3_output)); 
ALU alu_EX 
    (
        .a(mux1_output),
        .b(mux3_output),
        .alu_control(alu_control),
        .zero(zero),
        .alu_result(alu_result));
ALUControl ALU_Control
    (
      .ALUOp(id_ex_alu_op),
      .Function(id_ex_instr[5:0]),
      .ALU_Control(alu_control));
assign alu_in2_out = mux2_output;    
endmodule
`timescale 1ns / 1ps
module mux2 #(parameter mux_width= 32)
(   input [mux_width-1:0] a,b,
    input sel,
    output [mux_width-1:0] y
    );
    assign y = sel ? b : a;
endmodule
`timescale 1ns / 1ps
module mux4#(parameter mux_width= 32)(
    input [mux_width-1:0] a,b,c,d,
    input [1:0] sel,
    output [mux_width-1:0] y
    );
    assign y = sel[1] ? (sel[0] ? d : c) : (sel[0] ? b : a);
endmodule
==> impl_table.tex <==
% Auto-generated results table
\begin{tabular}{lr}
\hline
Metric & Value \\
\hline
\multicolumn{2}{l}{\textbf{Die}} \\
IO Count & 263 \\
Die outline area & 183000 um\^{}2 \\
Width of the chip & 428 um \\
Pre-placement core utilization & 30.3\% \\
Overall die height & 428 um \\
\# rows & 155 \\
Core region area & 179000 um\^{}2 \\
\multicolumn{2}{l}{\textbf{Final timing}} \\
Post-route clock period utilization & 75.0\% \\
Pins Over Slew Limit & 0 \\
Total negative setup slack & 0 ns \\
Tmin final & 198.73 ns \\
Worst slew margin relative to its limit & 31.3\% \\
Fin. Hold Viols & 0 \\
Unrepaired setup endpoints after global routing & false \\
\# setup viols final & 0 \\
Slew at the pin with the worst max-slew slack & 1.01 ns \\
Post-route worst setup slack & 66.37 ns \\
Maximum clock rate & 0.00503 GHz \\
\multicolumn{2}{l}{\textbf{Global route}} \\
First-pass GRT wire length & 398000 um \\
Global-route total usage across every layer & 30.7\% \\
Global route overflow & 0 \\
Via count of the first global-routing pass & 57100 \\
Number of antenna violations at the first check in global routing & 18 \\
Maximum number of pins on one net before global-route repair & 60 \\
\multicolumn{2}{l}{\textbf{Placed design}} \\
Number of port buffers & 237 \\
Detailed-placement wirelength estimate & 221000 um \\
Final weighted congestion of routability-driven global placement & 1.08 \\
Setup slack at placement & 69.52 ns \\
Cell count after placement & 10300 \\
\multicolumn{2}{l}{\textbf{Final layout}} \\
Sequential cell area & 0 um\^{}2 \\
Share of post-route cells with drive strength above 1 & 6.41\% \\
Seq cells & 0 \\
Highest-count cells in the layout ignoring fill and taps & 1058 x sky130\_fd\_sc\_hd\_\_nand2\_1, 797 x sky130\_fd\_sc\_hd\_\_nor2\_1, 750 x sky130\_fd\_sc\_hd\_\_ha\_1 \\
Signed area change from the synthesized netlist to the final layout & 11.2\% \\
Most instantiated logic cell after routing & sky130\_fd\_sc\_hd\_\_nand2\_1 \\
Post-route non-filler standard cell count & 10300 \\
Number of clock-tree buffers in the layout & 0 \\
Final-layout fill cell count & 19000 \\
Comb. cell area & 50400 um\^{}2 \\
Final core utilization & 33.7\% \\
\multicolumn{2}{l}{\textbf{Power}} \\
Share of total power consumed by net switching & 62.4\% \\
Cell leakage power & 28.0 nW \\
Pwr/cell area & 15.0 nW/um\^{}2 \\
Internal power & 341 uW \\
Total net switching power & 566 uW \\
Worst-case vdd ir drop & 0.0000688 V \\
\multicolumn{2}{l}{\textbf{Setup path}} \\
Largest stage delay on the critical path & 0.86 ns \\
Kind of critical path & in2out \\
Critical path startpoint & Forward\_B[0] \\
Sum of buffers and inverters on the critical path & 26 \\
Endpoint arrival time on the critical path & 145.71 ns \\
Critical Path Start Type & input port \\
Maximum fanout count along the critical path & 41 \\
WP depth & 324 \\
CP required & 212.08 ns \\
Largest delay share family, worst path & AND-OR/OR-AND gates \\
Critical path capture point type & primary output \\
Most numerous cell on the critical path & sky130\_fd\_sc\_hd\_\_ha\_1 \\
Master of the slowest instance on the critical path & sky130\_fd\_sc\_hd\_\_a2111oi\_0 \\
\multicolumn{2}{l}{\textbf{Detailed routing}} \\
Via count & 59800 \\
1st-iter DRT viols & 5732 \\
Final routed wire length divided by cell count & 26.9 um \\
Vias/cell & 5.82 \\
DRC violation count after routing & 0 \\
Wire length after detailed routing & 277000 um \\
DRT antenna net count & 0 \\
Number of optimization iterations in the first detailed-route pass & 6 \\
\multicolumn{2}{l}{\textbf{Synth}} \\
Synthesized chip area reported by yosys & 54300 um\^{}2 \\
Yosys Instances & 7765 \\
Avg Inst Size Synth & 7.00 um\^{}2 \\
Post-synthesis cell count & 7765 \\
Unique cell type count in the Yosys netlist & 117 \\
Number of synthesis warnings & 66 \\
Register area share after synthesis & 0\% \\
Synthesized area & 54300 um\^{}2 \\
\multicolumn{2}{l}{\textbf{Status}} \\
Run status & complete, no violations \\
\multicolumn{2}{l}{\textbf{Clock network}} \\
Hold-fix buffers, CTS & 0 \\
Post-cts sizing count & 0 \\
Post-CTS setup-driven buffer insertion count & 0 \\
\multicolumn{2}{l}{\textbf{Worst hold path}} \\
Hold WC Path Type & in2out \\
Hold Path Depth & 4 \\
Startpoint of the worst hold path & ex\_mem\_alu\_result[2] \\
\multicolumn{2}{l}{\textbf{Run}} \\
Max cap viols & 0 \\
Number of warnings in the stage logs & 126 \\
\hline
\end{tabular}
==> cell usage after synthesis, types with 49 or more instances <==
library cell	count	area (um^2)
sky130_fd_sc_hd__mux2_2	56	631
sky130_fd_sc_hd__nor2_1	802	3010
sky130_fd_sc_hd__o21ai_0	402	2010
sky130_fd_sc_hd__inv_1	714	2680
sky130_fd_sc_hd__o21bai_1	62	465
sky130_fd_sc_hd__nand3_1	130	651
sky130_fd_sc_hd__xor2_1	149	1310
sky130_fd_sc_hd__fa_1	410	8210
sky130_fd_sc_hd__nor4_1	49	307
sky130_fd_sc_hd__nand2b_1	76	475
sky130_fd_sc_hd__or3_1	78	488
sky130_fd_sc_hd__a211oi_1	73	548
sky130_fd_sc_hd__xnor2_1	265	2320
sky130_fd_sc_hd__nor2b_1	60	375
sky130_fd_sc_hd__a21o_1	170	1280
sky130_fd_sc_hd__buf_1	63	236
sky130_fd_sc_hd__clkbuf_1	240	901
sky130_fd_sc_hd__o31ai_1	52	390
sky130_fd_sc_hd__ha_1	750	9380
sky130_fd_sc_hd__a21oi_1	530	2650
sky130_fd_sc_hd__nand4_1	70	438
sky130_fd_sc_hd__o21a_1	214	1610
sky130_fd_sc_hd__mux2i_1	152	1520
sky130_fd_sc_hd__a31oi_1	91	569
sky130_fd_sc_hd__nor3_1	205	1030
sky130_fd_sc_hd__nand2_1	1058	3970
sky130_fd_sc_hd__o211ai_1	76	571
==> worst min-delay path: stages <==
cell and delay (ns):
sky130_fd_sc_hd__clkdlybuf4s50_1 0.42, sky130_fd_sc_hd__nand2_1 0.07, sky130_fd_sc_hd__o21ai_1 0.08, sky130_fd_sc_hd__clkdlybuf4s50_1 0.40
==> metal layers <==
layer	vias up	part of all wire, %	track usage (%)
met1	28700	41	41.0
met5	-	0.085	0.729
met2	2803	42	45.3
met3	613	9.5	8.02
li1	27700	-	-
met4	18	6.7	16.8
==> worst paths after layout <==
check	end	slack, ns
worst min-delay path	alu_in2_out[2]	107.01
worst max-delay path	alu_result[0]	66.37
==> layout make-up <==
| cell class | count | area share (%) |
|---|---|---|
| Multi-Input combinational cell | 6678 | 83.3 |
| Antenna cell | 8 | 0.0331 |
| Timing Repair Buffer | 496 | 7.14 |
| Inverter | 740 | 4.60 |
| Tap cell | 2355 | 4.88 |
==> stage by stage <==
| stage | instance area (um^2) | power (mW) | hold slack, ns |
|---|---|---|---|
| floorplan | 54300 | 0.608 | 106.12 |
| global placement | 60400 | 0.889 | 107.01 |
| detailed placement | 60400 | 0.890 | 107.00 |
| CTS | 60400 | 0.896 | 107.00 |
| global route | 60400 | 0.983 | 107.06 |
| finish | 60400 | 0.907 | 107.01 |
==> logic make-up after synthesis <==
kind of cell,after synthesis,share of synthesized area [%]
compound gates,2159,26.4
mux,212,4.08
buf+inv,1087,8.02
xor+xnor,414,6.67
simple gates,2733,22.5
fa+ha+maj,1160,32.4
Power is estimated from default activity; no workload was simulated.
